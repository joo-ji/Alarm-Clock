### flow/constraint.sdc
current_design clock_generator

set clk_period 16.2
set clk_io_pct 0.2

create_clock -name clk0 -period $clk_period [get_ports {clk}]

set non_clock_inputs [all_inputs -no_clocks]
set_input_delay [expr $clk_period * $clk_io_pct] -clock clk0 $non_clock_inputs
set_output_delay [expr $clk_period * $clk_io_pct] -clock clk0 [all_outputs]
### flow/design.v
`timescale 1ns / 1ps
module clock_generator(
    input clk, 
    input reset,
    input fastFwd,
    output reg outsignal_1, 
    output reg outsignal_400
    );
    reg [25:0] counter;
    always@(posedge clk) begin
        if (reset) begin
           outsignal_1 <= 0;
        end
        counter <= counter + 1;
        if(fastFwd) begin
            if (counter == 1_000_000) begin
                outsignal_1 <= ~outsignal_1;
                counter <= 0;
            end
        end
        else begin
            if (counter == 50_000_000) begin
                outsignal_1 <= ~outsignal_1;
                counter <= 0;
            end
        end
        if (counter % 125_000 == 0)
            outsignal_400 <= ~outsignal_400;
    end
endmodule
### flow/run.sh
#!/bin/bash
# OpenROAD 26Q1-2900-gdf79404cd8, Yosys 0.63+post, stock flow scripts
make -C /OpenROAD-flow-scripts/flow DESIGN_CONFIG=/design/flow/config.mk WORK_HOME=/design/flow/orfs finish
### flow/config.mk
export PLATFORM = sky130hd
export DESIGN_NAME = clock_generator
export DESIGN_NICKNAME = clock_generator
export VERILOG_FILES = /design/flow/design.v
export SDC_FILE = /design/flow/constraint.sdc
export NUM_CORES = 4
export LEC_CHECK = 1
export CORE_UTILIZATION = 50
==> impl_metrics.yaml <==
# implementation run metrics
synthesis:
  mux_area_share_pct: 3.34
  top_area_cell: "xnor2_1"
  synth.avg_cell_area_sq_um: 7.09
  synth_flops: 28
  synth_area_sq_um: 6850
  async_flop_share_pct: 0
  yosys_area_sq_um: 6850
  yosys.area_share.xor_xnor_pct: 10.7
  yosysMostFrequentCell: "nor2_1"
  synth-edff-count: 1
  synth_cell_type_count: 123
  syn_inst: 966
  synthFlopType: "dfxtp_1"
  ys.warnings.count: 1
  top_area_share_pct: 8.44
  common_cells: "nor2_1, nand2_1, xnor2_1"
  synthAdderAreaFrac_pct: 1.99
  top_logic_kind: "AND-OR/OR-AND gates"
  postSynthSeqShare_pct: 8.33
  aoi_share_pct: 40.8
  simple_gate_area_share_pct: 30.9
  area_leaders: "xnor2_1, dfxtp_1, nor2_1, nand2_1, a21oi_1"
  ys_cells: 966
clocking:
  cts_setup_buffers: 0
  cts_buffers: 3
  htreeDepth: 1
  cts_tree: "done"
  cts_buffer_depth: 2
  clk_pin_slew_ps: 70
  cts-root-buf: "clkbuf_16"
  cts_resized: 0
  insertion_delay_ps: 270
  clock-sinks: 28
  cts_hold_buf: 0
sta:
  worst_slack_ps: 2960
  final-max-slew-violation-count: 0
  rsz0062_at_grt: "false"
  tightest_slew_ps: 971
  finalClockPeriodUsage_pct: 81.8
  post-route-min-period_ps: 13240
  setup_viol: 0
  setup_tns_ps: 0
  fin_skew_ps: 2.70
  final_hold_viol_count: 0
  fmax_mhz: 75.5
  max_slew_margin_pct: 35.3
layout:
  final_core_util_pct: 53.2
  drive_gt1_share_pct: 9.52
  layout.area.comb_sq_um: 6010
  fin_area_sq_um: 7070
  seq_area_sq_um: 571
  syn_to_final_growth_pct: 3.18
  nFillCells: 1282
detailed_routing:
  antenna_cells: 0
  wl_per_cell_um: 19.1
  vias: 7592
  dr.pass1.iters: 5
  route.detailed.drc: 0
  wirelength_mm: 21.2
  vias_per_cell: 6.83
  drtIter0Drc: 588
  ant_nets: 0
floorplan:
  rows: 42
  die_area_sq_um: 14200
  initCoreUtil_pct: 51.5
  die-width_um: 119
  dieHeight_um: 119
  io_pins: 5
  coreArea_sq_um: 13300
critical_path:
  cp_slowest_stage_delay_ps: 810
  path_common_cell: "o21ai_1"
  path_max_fanout: 22
  critPathArrivalTime_ps: 13190
  critical_path_class: "reg -> reg"
  cp_slowest_cell: "dfxtp_1"
  worstPathRequired_ps: 16150
  crit_path_end_kind: "register"
  startpoint_type: "register"
flow_run:
  max_cap_violations: 0
  warning_count: 26
power:
  ir_drop_mv: 0.0363
  power.total_mw: 0.143
  powerDensity_nw_per_um2: 20.2
  power.leakage_nw: 2.48
place:
  portBuffers: 4
  place_congestion: 0.946
  preCtsSetupSlack_ps: 3270
  place_area_sq_um: 6970
  dp_hpwl_mm: 16.8
global_routing:
  grt_pass1_wl_mm: 34.8
  grt_pass1_vias: 6839
  antenna_found_initial: 0
  grt_use_total_pct: 30.2
  gr-total-overflow: 0
  grt_max_degree: 23
outcome:
  outcome: "complete, no violations"
hold_path:
  hp-class: "reg -> reg"
[placed cells by master (no fill, tap or decap), types with 10 or more instances in the layout]
cell / netlist / final
nor2_1: 102 / 102
nand2_1: 89 / 89
xnor2_1: 66 / 66
a21oi_1: 56 / 56
o21ai_0: 41 / 41
nand3_1: 38 / 38
nor3_1: 36 / 36
dfxtp_1: 27 / 27
o211ai_1: 20 / 20
and3_1: 18 / 18
inv_1: 17 / 17
o21a_1: 17 / 17
or3_1: 15 / 15
and2_1: 15 / 15
a31oi_1: 15 / 15
o21ai_1: 14 / 14
nor4_1: 12 / 12
xor2_1: 12 / 12
mux2i_1: 11 / 11
nand4_1: 10 / 10
or2_2: 10 / 10
a21o_1: 10 / 10
maj3_1: 10 / 10
[layout make-up]
type	count	share of cell area [%]
clock buffer	3	1.06
clock inverter	1	0.425
inverter	22	1.17
multi-input combinational	871	85.0
sequential	28	8.07
tap	176	3.11
timing repair buffer	10	1.20
[per-stage QoR]
step                instances  hold slack [ps]
finish                   1111              481
global route             1111              513
CTS                      1111              489
detailed placement       1107              468
global placement         1107              452
floorplan                 966              437
[cell families after synthesis]
kind of cell / Yosys count
buf+inv: 67
mux: 20
fa+ha+maj: 13
xor+xnor: 81
flops: 28
compound gates: 351
simple gates: 406
[sequential cells by signal (all words and copies together), names as in the netlist]
register       count
counter           26
outsignal_1        1
outsignal_400      1
[report_power, final]
part | switching, mW | internal (mW)
combinational | 0.000199 | 0.000458
sequential | 0 | 0.0691
clock | 0.0241 | 0.0492
[layer usage]
layer / vias up / GRT usage, % / wire length, um
met5: - / 0 / 0
met4: 0 / 8.23 / 546
met3: 52 / 4.70 / 1670
met2: 335 / 47.3 / 9330
li1: 3693 / - / -
met1: 3512 / 43.1 / 9660
[final timing paths]
check | slack [ps] | to | cells past startpoint | from
worst min-delay path | 480 | counter[0]$_DFF_P_ | 1 | counter[0]$_DFF_P_
worst max-delay path | 2960 | outsignal_400$_DFFE_PN_ | 36 | counter[25]$_DFF_P_
worst max register to register | 2960 | outsignal_400$_DFFE_PN_ | 36 | counter[25]$_DFF_P_
worst min register to register | 480 | counter[0]$_DFF_P_ | 1 | counter[0]$_DFF_P_
[critical path, delay by kind of cell, from the launching register on]
| family | cells | cell delay, ps |
|---|---|---|
| xor gates and xnor gates | 2 | 410 |
| and+or+nand+nor | 8 | 2940 |
| DFF | 1 | 810 |
| buffers and inverters | 2 | 450 |
| AOI/OAI and AO/OA | 21 | 6920 |
| muxes | 3 | 1380 |
No activity file was given, so power comes from the tool's default toggle rates.
