==> /design/flow/design.v <==
`timescale 1ns / 1ps
module set_alarm(
    input signal,
    input load,
    input moveRightBtn, moveLeftBtn, incrementBtn, decrementBtn,
    output reg [3:0] load_seconds,
    output reg [2:0] load_minutes
    );
    reg currentPos = 0;
    always@ (posedge signal) begin
        if(load) begin
            if(moveRightBtn || moveLeftBtn)
                currentPos = ~currentPos;
            if(currentPos == 0) begin
                if(incrementBtn) begin
                    if(load_seconds == 9)
                        load_seconds = 0;
                    else
                        load_seconds = load_seconds + 1;
                end
                if(decrementBtn) begin
                    if(load_seconds == 0)
                        load_seconds = 9;
                    else
                        load_seconds = load_seconds - 1;
                end
            end
            else if(currentPos == 1) begin
                if(incrementBtn) begin
                    if(load_minutes == 5)
                        load_minutes = 0;
                    else
                        load_minutes = load_minutes + 1;
                end
                if(decrementBtn) begin
                    if(load_minutes == 0)
                        load_minutes = 5;
                    else
                        load_minutes = load_minutes - 1;
                end
            end     
        end
    end
endmodule
==> /design/flow/run.sh <==
#!/bin/bash
# OpenROAD 26Q1-2900-gdf79404cd8, Yosys 0.63+post, stock flow scripts
make -C /OpenROAD-flow-scripts/flow DESIGN_CONFIG=/design/flow/config.mk WORK_HOME=/design/flow/orfs finish
==> /design/flow/config.mk <==
export PLATFORM = sky130hd
export DESIGN_NAME = set_alarm
export DESIGN_NICKNAME = set_alarm
export VERILOG_FILES = /design/flow/design.v
export SDC_FILE = /design/flow/constraint.sdc
export NUM_CORES = 4
export LEC_CHECK = 1
export CORE_AREA = 10 10 70 70
export DIE_AREA = 0 0 80 80
==> /design/flow/constraint.sdc <==
current_design set_alarm

set clk_period 2.0
set clk_io_pct 0.2

create_clock -name clk0 -period $clk_period [get_ports {signal}]

set non_clock_inputs [all_inputs -no_clocks]
set_input_delay [expr $clk_period * $clk_io_pct] -clock clk0 $non_clock_inputs
set_output_delay [expr $clk_period * $clk_io_pct] -clock clk0 [all_outputs]
==> reports/results.ini <==
[global_route]
antenna_found_initial = 0
grt-ovfl-total = 0
grt_pass1_vias = 465
grt_usage = 0.0410
grt_max_degree = 13
grt_pass1_wl_mm = 2.13

[floorplanning]
fp.dieArea_mm2 = 0.00640
ios = 13
die_h_um = 80
core_area_mm2 = 0.00342
fp_util = 0.184
die_w_um = 80
rows = 21

[finish]
fill_cells = 367
area_growth_pct = 30.1
stdcell_area_um2 = 816
logic_area_um2 = 349
regArea_um2 = 240
drive_gt1_frac = 0.105

[synthesis]
edf_count = 8
topCellsByArea = edfxtp_1 38%, o221ai_1 4.2%, xnor2_1 4.2%, nor2b_1 4.0%, mux2i_1 3.2%
synth_flops = 8
synth_cell_types = 30
yosysSeqAreaShare = 0.383
yosys_area_um2 = 627
synth.avg_cell_area_um2 = 10.1
top_cells_by_count = 8 x edfxtp_1, 4 x nor2b_1
syn_inst = 62
ys_cells = 62
synth-main-ff-cell = edfxtp_1
synth_top_cell_by_count = edfxtp_1
async_flop_share = 0
syn_area_um2 = 627
top_area_cell = edfxtp_1
top_cell_area_share = 0.383
yosysWarnings = 1

[critical_path]
reg2reg_from = load_minutes[0]
rr_worst_depth = 4
start_kind = flip-flop
cp_max_fo = 10
crit_arrival_ps = 1330
cp.required_ps = 1600
rrSetupSlack_ps = 470
rr_endpoint = load_minutes[2]
slowest_stage = edfxtp_1
crit_buf_inv = 1
path_cells = clkdlybuf4s50_1
cp_slowest_stage_delay_ps = 550
path_class = reg -> out
cp_top_family = flip-flops
worstSetupPathDepth = 1
endpoint_kind = output port

[hold_path]
min_delay_path_depth = 1
holdPathEnd = currentPos
holdCritPathClass = reg -> reg
holdCritStartpoint = currentPos

[power]
p_leak_nw = 0.282
p_sw_uw = 124
ir_drop_mv = 0.232
p_seq_frac = 0.503
pwr-share-clk = 0.237
power-per-cell-area_mw_per_mm2 = 585
power_uw = 478
swShare = 0.260
intPower_uw = 353
p_comb_frac = 0.260

[clocking]
postCtsHoldBufs = 0
cts_resized = 0
root_buffer = clkbuf_4
cts_sinks = 8
clk_pin_slew_worst_paths_ps = 50
numCtsBuffers = 3
cts_setup_buffers = 0
clock_latency_ps = 240
htreeDepth = 1
cts_tree = yes
ctsLongestPathBuffers = 2

[timing]
min_period_ps = 1730
maxSlewHeadroom = 0.763
slew_viol_final = 0
fmax_mhz = 578
setup_viol = 0
final.setup.tns_ps = 0
fin_worst_skew_ps = 2.59
finalHoldViolations = 0
rsz0062_at_grt = false
period_used_share = 0.865
worst_slew_pin_slew_ps = 355

[detailed_routing]
vias = 518
dr.pass1.iters = 4
wire_per_inst_um = 10.6
via_per_inst = 4.25
n_antenna_cell = 0
drt_iter0_markers = 51
drc = 0
antenna_left = 0
routed_wl_mm = 1.30

[placement]
port_buffers = 12
dpl_cell_area_um2 = 793
place.gp.congestion = 0.724
dpl.hpwl_um = 991

[flow_run]
warning_count = 25
maxCapViolations = 0

[run_status]
outcome = finished clean

power by group through the flow:
stage	combinational (mW)	clock [mW]	sequential, mW
final	0.124	0.113	0.240
after global routing	0.142	0.132	0.244
after CTS	0.126	0.122	0.240
state kept, by name, summed over array words and instances (netlist names):
name	flops
load_seconds	4
load_minutes	3
currentPos	1
layout make-up:
| cell class | instances | area share |
|---|---|---|
| repair buffers | 14 | 0.166 |
| well taps | 46 | 0.0706 |
| clock buffers | 3 | 0.0276 |
| multi-input cells | 48 | 0.428 |
| inverters | 3 | 0.0138 |
| flip-flops and latches | 8 | 0.294 |
metrics by stage:
step	hold slack, ps	std cells	setup slack [ps]	utilization
2_1_floorplan	512	62	514	-
5_1_grt	628	122	166	0.239
3_3_place_gp	600	119	75.6	0.232
4_1_cts	618	122	268	0.239
3_5_place_dp	604	119	55.6	0.232
6_report	615	122	271	0.239
cells by family after synthesis:
family | count (synthesis) | share of synthesized area
mux | 3 | 0.0499
fa+ha+maj | 1 | 0.0200
compound gates | 16 | 0.190
xor+xnor | 3 | 0.0419
simple gates | 25 | 0.255
flops | 8 | 0.383
buf+inv | 6 | 0.0599
worst max path at each step:
stage / from / endpoint / slack, ps
6_report: load_seconds[0] / load_seconds[0] / 270
4_1_cts: load_seconds[0] / load_seconds[0] / 270
5_1_grt: incrementBtn / load_minutes[2] / 170
cell usage in the layout (no fill, tap or decap), types with 2 or more instances in the layout:
cell type and instances:
a21oi_1 3, a221oi_1 2, and2_1 3, buf_4 2, clkbuf_4 3, clkdlybuf4s50_1 12
edfxtp_1 8, inv_1 3, mux2i_1 2, nand2_1 3, nand2b_1 3, nor2_1 3
nor2b_1 4, nor3_1 2, nor4b_1 2, o21ai_0 2, o221ai_1 3, xnor2_1 3
routing by layer:
layer / global-route usage / routed length (um) / vias to the layer above
met5: 0 / 0 / -
met4: 0.00352 / 0 / 0
met3: 0.0261 / 155 / 0
met2: 0.0514 / 504 / 14
met1: 0.0589 / 637 / 236
li1: - / - / 268
Power figures rest on the tool's default switching activity, not on a simulated workload.
